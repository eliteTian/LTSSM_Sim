## design/flow/design.v

```verilog
module encoder_8b10
(
	input wire clk,
	input wire rst,
	input wire en,
	input wire kin,
	input wire [7:0]din,
	output wire [9:0]dout,
	output wire disp,
	output wire kin_err
);
reg p;
reg ke;
reg [18:0]t;
reg [9:0]do;
wire [7:0]d;
wire k;
assign d = din;
assign k = kin;
assign dout = do;
assign disp = p;
assign kin_err = ke;
always @(posedge clk) begin
	if (rst) begin
		p <= 1'b0;
		ke <= 1'b0;
		do <= 10'b0;
	end else begin
		if (en == 1'b1) begin
			p <= ((d[5]&d[6]&d[7])|(!d[5]&!d[6]))^(p^(((d[4]&d[3]&!d[2]&!d[1]&!d[0])|(!d[4]&!((d[0]&d[1]&!d[2]&!d[3])|(d[2]&d[3]&!d[0]&!d[1])|(!((d[0]&d[1])|(!d[0]&!d[1]))&!((d[2]&d[3])|(!d[2]&!d[3]))))&!((!((d[0]&d[1])|(!d[0]&!d[1]))&d[2]&d[3])|(!((d[2]&d[3])|(!d[2]&!d[3]))&d[0]&d[1]))))|(k|(d[4]&!((d[0]&d[1]&!d[2]&!d[3])|(d[2]&d[3]&!d[0]&!d[1])|(!((d[0]&d[1])|(!d[0]&!d[1]))&!((d[2]&d[3])|(!d[2]&!d[3]))))&!((!((d[0]&d[1])|(!d[0]&!d[1]))&!d[2]&!d[3])|(!((d[2]&d[3])|(!d[2]&!d[3]))&!d[0]&!d[1]))))));
			ke <= (k&(d[0]|d[1]|!d[2]|!d[3]|!d[4])&(!d[5]|!d[6]|!d[7]|!d[4]|!((!((d[0]&d[1])|(!d[0]&!d[1]))&d[2]&d[3])|(!((d[2]&d[3])|(!d[2]&!d[3]))&d[0]&d[1])))); 
			do[9] <= t[12]^t[0];
			do[8] <= t[12]^(t[1]|t[2]);
			do[7] <= t[12]^(t[3]|t[4]);
			do[6] <= t[12]^t[5];
			do[5] <= t[12]^(t[6]&t[7]);
			do[4] <= t[12]^(t[8]|t[9]|t[10]|t[11]);
			do[3] <= t[13]^(t[15]&!t[14]);
			do[2] <= t[13]^t[16];
			do[1] <= t[13]^t[17];
			do[0] <= t[13]^(t[18]|t[14]);
		end
	end
end
always @(posedge clk) begin
	if(rst) begin
		t <= 0;
	end else begin
		if (en == 1'b1) begin
			t[0] <= d[0];
			t[1] <= d[1]&!(d[0]&d[1]&d[2]&d[3]);
			t[2] <= (!d[0]&!d[1]&!d[2]&!d[3]);
			t[3] <= (!d[0]&!d[1]&!d[2]&!d[3])|d[2];
			t[4] <= d[4]&d[3]&!d[2]&!d[1]&!d[0];
			t[5] <= d[3]&!(d[0]&d[1]&d[2]);
			t[6] <= d[4]|((!((d[0]&d[1])|(!d[0]&!d[1]))&!d[2]&!d[3])|(!((d[2]&d[3])|(!d[2]&!d[3]))&!d[0]&!d[1]));
			t[7] <= !(d[4]&d[3]&!d[2]&!d[1]&!d[0]);
			t[8] <= (((d[0]&d[1]&!d[2]&!d[3])|(d[2]&d[3]&!d[0]&!d[1])|(!((d[0]&d[1])|(!d[0]&!d[1]))&!((d[2]&d[3])|(!d[2]&!d[3]))))&!d[4])|(d[4]&(d[0]&d[1]&d[2]&d[3]));
			t[9] <= d[4]&!d[3]&!d[2]&!(d[0]&d[1]);
			t[10] <= k&d[4]&d[3]&d[2]&!d[1]&!d[0];
			t[11] <= d[4]&!d[3]&d[2]&!d[1]&!d[0];
			t[12] <= (((d[4]&d[3]&!d[2]&!d[1]&!d[0])|(!d[4]&!((d[0]&d[1]&!d[2]&!d[3])|(d[2]&d[3]&!d[0]&!d[1])|(!((d[0]&d[1])|(!d[0]&!d[1]))&!((d[2]&d[3])|(!d[2]&!d[3]))))&!((!((d[0]&d[1])|(!d[0]&!d[1]))&d[2]&d[3])|(!((d[2]&d[3])|(!d[2]&!d[3]))&d[0]&d[1]))))&!p)|((k|(d[4]&!((d[0]&d[1]&!d[2]&!d[3])|(d[2]&d[3]&!d[0]&!d[1])|(!((d[0]&d[1])|(!d[0]&!d[1]))&!((d[2]&d[3])|(!d[2]&!d[3]))))&!((!((d[0]&d[1])|(!d[0]&!d[1]))&!d[2]&!d[3])|(!((d[2]&d[3])|(!d[2]&!d[3]))&!d[0]&!d[1])))|(!d[4]&!d[3]&d[2]&d[1]&d[0]))&p);
			t[13] <= (((!d[5]&!d[6])|(k&((d[5]&!d[6])|(!d[5]&d[6]))))&!(p^(((d[4]&d[3]&!d[2]&!d[1]&!d[0])|(!d[4]&!((d[0]&d[1]&!d[2]&!d[3])|(d[2]&d[3]&!d[0]&!d[1])|(!((d[0]&d[1])|(!d[0]&!d[1]))&!((d[2]&d[3])|(!d[2]&!d[3]))))&!((!((d[0]&d[1])|(!d[0]&!d[1]))&d[2]&d[3])|(!((d[2]&d[3])|(!d[2]&!d[3]))&d[0]&d[1]))))|(k|(d[4]&!((d[0]&d[1]&!d[2]&!d[3])|(d[2]&d[3]&!d[0]&!d[1])|(!((d[0]&d[1])|(!d[0]&!d[1]))&!((d[2]&d[3])|(!d[2]&!d[3]))))&!((!((d[0]&d[1])|(!d[0]&!d[1]))&!d[2]&!d[3])|(!((d[2]&d[3])|(!d[2]&!d[3]))&!d[0]&!d[1])))))))|((d[5]&d[6])&(p^(((d[4]&d[3]&!d[2]&!d[1]&!d[0])|(!d[4]&!((d[0]&d[1]&!d[2]&!d[3])|(d[2]&d[3]&!d[0]&!d[1])|(!((d[0]&d[1])|(!d[0]&!d[1]))&!((d[2]&d[3])|(!d[2]&!d[3]))))&!((!((d[0]&d[1])|(!d[0]&!d[1]))&d[2]&d[3])|(!((d[2]&d[3])|(!d[2]&!d[3]))&d[0]&d[1]))))|(k|(d[4]&!((d[0]&d[1]&!d[2]&!d[3])|(d[2]&d[3]&!d[0]&!d[1])|(!((d[0]&d[1])|(!d[0]&!d[1]))&!((d[2]&d[3])|(!d[2]&!d[3]))))&!((!((d[0]&d[1])|(!d[0]&!d[1]))&!d[2]&!d[3])|(!((d[2]&d[3])|(!d[2]&!d[3]))&!d[0]&!d[1])))))));
			t[14] <= d[5]&d[6]&d[7]&(k|(p?(!d[4]&d[3]&((!((d[0]&d[1])|(!d[0]&!d[1]))&d[2]&d[3])|(!((d[2]&d[3])|(!d[2]&!d[3]))&d[0]&d[1]))):(d[4]&!d[3]&((!((d[0]&d[1])|(!d[0]&!d[1]))&!d[2]&!d[3])|(!((d[2]&d[3])|(!d[2]&!d[3]))&!d[0]&!d[1])))));
			t[15] <= d[5];
			t[16] <= d[6]|(!d[5]&!d[6]&!d[7]);
			t[17] <= d[7];
			t[18] <= !d[7]&(d[6]^d[5]);
		end
	end
end
endmodule
```

## design/flow/run.sh

```bash
#!/bin/bash
# OpenROAD 26Q1-2900-gdf79404cd8, Yosys 0.63+post, stock flow scripts
make -C /OpenROAD-flow-scripts/flow DESIGN_CONFIG=/design/flow/config.mk WORK_HOME=/design/flow/orfs finish
```

## design/flow/config.mk

```make
export PLATFORM = sky130hd
export DESIGN_NAME = encoder_8b10
export DESIGN_NICKNAME = encoder_8b10
export VERILOG_FILES = /design/flow/design.v
export SDC_FILE = /design/flow/constraint.sdc
export NUM_CORES = 4
export LEC_CHECK = 1
export CORE_AREA = 10 10 102 102
export DIE_AREA = 0 0 112 112
```

## design/flow/constraint.sdc

```tcl
current_design encoder_8b10

set clk_period 2.2
set clk_io_pct 0.2

create_clock -name clk0 -period $clk_period [get_ports {clk}]

set non_clock_inputs [all_inputs -no_clocks]
set_input_delay [expr $clk_period * $clk_io_pct] -clock clk0 $non_clock_inputs
set_output_delay [expr $clk_period * $clk_io_pct] -clock clk0 [all_outputs]
```

==> flow_summary.toml <==
# yosys + openroad results
[timing]
fin_crit_ns = 2.09
drv_slew = 0
finalHoldViolCount = 0
max_freq_ghz = 0.478
min_period_over_period_pct = 95.2
timing.final.ws_setup_ns = 0.106
fin_tns_setup_ns = 0
slew_headroom_pct = 65.7
rsz0062_at_grt = "no"
skew_ns = 0.00769
worstMarginPinSlew_ns = 0.514
setup_viol = 0

[clocking]
cts_sinks = 31
cts_root_buf = "clkbuf_8"
postCtsHoldBufs = 0
clock.latency.late_pin_ns = 0.29
cts_buffer_depth = 2
numCtsBuffers = 5
path_clk_slew_ns = 0.07
post_cts_buffers = 0
htreeDepth = 2
cts_tree = "done"
cts_resized = 0

[drt]
dr_total_vias = 1602
ant_nets = 0
top_layer_used = "met4"
met3WireLength_um = 195
num_antenna_cells = 0
drt_iter0_drc = 84
wl_per_cell_um = 11.9
route.met2.wl_mm = 1.83
totalWireLength_mm = 4.26
vias_per_cell = 4.47
drc = 0
wl_met1_mm = 2.21
firstDrtPassIters = 4

[worst_setup_path]
crit_fanout = 2
reg2reg_slack_ns = 0.61
crit_path_end_kind = "flop"
critPathSlowestCell = "a2111oi_1"
crit_chain = "clkdlybuf4s50_1, buf_4, ha_1, a21oi_1, a2111oi_1, nand3_1, a31o_1, a21oi_2"
worstSetupPathType = "input port to flop"
startpoint_type = "input port"
cp.required_ns = 2.43
rr_startpoint = "p"
r2r-end = "t[13]"
cp.arrival_ns = 2.32
cpPeakStageDelay_ns = 0.52
r2r_cells = 6

[place]
port-buffer-count = 23
place_ws_ns = -0.228
routabilityCongestion = 0.918
dp_hpwl_mm = 3.16

[logic_synthesis]
edf_count = 0
syn_area_mm2 = 0.00167
ys.warnings.count = 1
ys_seq_share_pct = 37.1
async_flop_share_pct = 0
ys_ff = 31
synthCells = 203
yosys_cells = 203
synth_cell_types = 44
ys_top_logic_family = "simple AND/OR/NAND/NOR gates"
yosysChipArea_mm2 = 0.00167
xor_share_pct = 5.24
muxShareOfSynthArea_pct = 4.79
synth-simple-area-share_pct = 22.4
syn_avg_cell_area_um2 = 8.24
ff_type = "dfxtp_1"
adder_share_pct = 3.74
aoi_share_pct = 20.6

[die]
die_h_um = 112
core_mm2 = 0.00822
die_w_um = 112
fp_util_pct = 20.4
dieArea_mm2 = 0.0125
rows = 33
boundaryPins = 24

[grt]
grt_start_max_net_pins = 34
grt_pass1_wl_mm = 7.38
track_usage_pct = 6.75
grt_overflow_total = 0
grt_pass1_vias = 1573
antenna_found_initial = 0

[min_path]
hp-class = "flop to flop"
hold_start = "t[11]"
whs_path_depth = 2
hold_path_end = "t[11]"

[cells_and_area]
fillers = 853
drive_above_1_share_pct = 19.4
fin_util_pct = 28.9
comb_area_um2 = 981
area_delta_synth_final_pct = 42.1
seq_area_um2 = 621

[power]
p_int_uw = 1150
power.density_mw_per_mm2 = 648
power.switching_uw = 393
netSwitchingFraction_pct = 25.5
peakVddDrop_v = 0.000334
power_uw = 1540
clockPowerShare_pct = 37.7
p_comb_share_pct = 21.3
seq_power_share_pct = 41.1
power.leakage_uw = 0.000939

[status]
status = "finished clean"

[job]
drv_cap = 0
warnings = 27
[final cells by class]
class / instances / area share, %
timing repair buffer: 56 / 20.7
sequential: 31 / 26.1
clock inverter: 2 / 1.47
tap: 105 / 5.53
clock buffer: 6 / 3.47
multi-input combinational: 149 / 41.3
inverter: 9 / 1.42
[state kept, by name, indices dropped and copies added, names as in the netlist]
| register | count |
|---|---|
| do | 10 |
| ke | 1 |
| p | 1 |
| t | 19 |
[through the flow]
stage	std cells	instance area, um^2	hold WS [ns]
floorplan	203	1670	0.426
CTS	358	2340	0.465
global route	358	2380	0.498
finish	358	2380	0.465
detailed placement	350	2230	0.454
global placement	350	2230	0.452
[synth_stat cells (2+ instances only)]
| cell | instances | area share [%] |
|---|---|---|
| clkbuf_1 | 8 | 1.8 |
| and3_1 | 2 | 0.75 |
| xor2_1 | 4 | 2.1 |
| a2111oi_0 | 4 | 2.1 |
| buf_6 | 2 | 1.3 |
| nand3_1 | 12 | 3.6 |
| nand4b_1 | 2 | 1.0 |
| dfxtp_1 | 31 | 37 |
| inv_1 | 9 | 2.0 |
| a21oi_1 | 18 | 5.4 |
| nand4_1 | 2 | 0.75 |
| o211ai_1 | 2 | 0.90 |
| and2_1 | 2 | 0.75 |
| or3b_1 | 2 | 1.0 |
| nor2_1 | 33 | 7.4 |
| ha_1 | 5 | 3.7 |
| xnor2_1 | 6 | 3.1 |
| buf_1 | 3 | 0.67 |
| nor3_1 | 2 | 0.60 |
| a211oi_1 | 10 | 4.5 |
| mux2i_1 | 8 | 4.8 |
| nand2_1 | 14 | 3.1 |
[cell usage in the layout (no fill, tap or decap), types with 2 or more instances in the layout]
| cell | netlist | final |
|---|---|---|
| a2111oi_0 | 4 | 2 |
| a2111oi_2 | 0 | 2 |
| a211oi_1 | 10 | 10 |
| a21oi_1 | 18 | 18 |
| and2_1 | 2 | 2 |
| and3_1 | 2 | 2 |
| buf_4 | 0 | 32 |
| clkbuf_8 | 0 | 6 |
| clkdlybuf4s50_1 | 0 | 22 |
| dfxtp_1 | 31 | 31 |
| ha_1 | 5 | 4 |
| inv_1 | 9 | 9 |
| mux2i_1 | 8 | 8 |
| nand2_1 | 14 | 14 |
| nand3_1 | 12 | 12 |
| nand4_1 | 2 | 2 |
| nand4b_1 | 2 | 2 |
| nor2_1 | 33 | 33 |
| nor3_1 | 2 | 2 |
| o211ai_1 | 2 | 2 |
| or3b_1 | 2 | 2 |
| xnor2_1 | 6 | 6 |
| xor2_1 | 4 | 4 |
[worst max-delay path, delay by kind of cell]
family	cells	cell delay, ns
AOI/OAI and AO/OA	4	0.95
buffers and inverters	2	0.60
and+or+nand+nor	1	0.18
adders and majority gates	1	0.16
[power by group through the flow]
stage	Sequential, uW	Combinational (uW)	Clock (uW)
final	633	328	580
after global routing	640	367	616
after CTS	635	320	592
[kinds of logic (layout without fill, tap and decap cells)]
logic type               after synthesis  count (layout)
XOR/XNOR                              10              10
buffers and inverters                 23              73
AND-OR/OR-AND                         49              49
flip-flops                            31              31
multiplexers                           8               8
adder cells (fa/ha/maj)                5               5
AND/OR/NAND/NOR                       77              77
[per-layer routing]
metal	global-route usage, %	up-vias
met2	10.5	42
met3	1.68	4
met4	0.846	0
li1	-	824
met5	0	-
met1	9.46	732
[how the worst max path moves through the flow]
stage	start	end	slack [ns]
after CTS	din[0]	t[12]	0.06
after global routing	din[5]	p	0.02
final	din[5]	p	0.11
